==> flow/design.v <==
module uart_tx
	#(
		parameter int unsigned PAYLOAD_BITS = 8,
		parameter int unsigned STOP_BITS    = 1,
		parameter int unsigned PARITY_EN    = 1,
		parameter int unsigned BAUD_RATE    = 115_200,
		parameter int unsigned CLK_FREQ     = 8_000_000
	)
	(
		input	logic						clk,
		input	logic						tx_reset,	 
		input	logic						tx_enable,	 
		input	logic	[PAYLOAD_BITS-1:0]	tx_data,
		output	logic						tx_busy,
		output	logic						tx_serial
	);
	localparam int unsigned CLKS_PER_BIT = CLK_FREQ / BAUD_RATE;
	localparam FSM_IDLE		= 3'h0;
	localparam FSM_START	= 3'h1;
	localparam FSM_SEND		= 3'h2;
	localparam FSM_PARITY	= 3'h3;
	localparam FSM_STOP		= 3'h4;
	logic [$clog2(CLKS_PER_BIT)-1:0]	cycle_counter;
	logic [$clog2(PAYLOAD_BITS)-1:0]	bit_index;
	logic [$clog2(STOP_BITS)-1:0]		stop_cnt;
	logic [PAYLOAD_BITS-1:0]			tx_data_buffer;
	logic [2:0]							fsm_state;
	always_ff @(posedge clk) begin
		if (tx_reset) begin
			fsm_state		<= FSM_IDLE;
			tx_serial		<= 1'b1;
			tx_busy			<= 1'b0;
			cycle_counter	<= 'b0;
			bit_index		<= 'b0;
			stop_cnt		<= 'b0;
			tx_data_buffer	<= 'b0;
		end
		else begin
			case (fsm_state)
				FSM_IDLE : begin
					tx_serial		<= 1'b1;
					tx_busy			<= 1'b0;
					cycle_counter	<= 'b0;
					bit_index		<= 'b0;
					stop_cnt		<= 'b0;
					if (tx_enable) begin
						tx_busy			<= 1'b1;
						tx_data_buffer	<= tx_data;
						fsm_state		<= FSM_START;
					end
					else begin
						fsm_state		<= FSM_IDLE;
					end
				end
				FSM_START : begin
					tx_serial <= 1'b0;
					if (cycle_counter < CLKS_PER_BIT-1) begin
						cycle_counter <= cycle_counter + 1;
					end
					else begin
						cycle_counter <= 'b0;
						fsm_state <= FSM_SEND;
					end
				end
				FSM_SEND : begin
					tx_serial <= tx_data_buffer[bit_index];
					if (cycle_counter < CLKS_PER_BIT-1) begin
						cycle_counter <= cycle_counter + 1;
					end
					else begin
						cycle_counter <= 'b0;
						if (bit_index < PAYLOAD_BITS-1) begin
							bit_index <= bit_index + 1;
						end
						else begin
							bit_index <= 'b0;
							if (PARITY_EN) begin
								fsm_state <= FSM_PARITY;
							end
							else begin
								fsm_state <= FSM_STOP;
							end
						end
					end
				end
				FSM_PARITY : begin
					tx_serial <= ^tx_data_buffer;  
					if (cycle_counter < CLKS_PER_BIT-1) begin
						cycle_counter <= cycle_counter + 1;
					end
					else begin
						cycle_counter <= 'b0;
						fsm_state <= FSM_STOP;
					end
				end
				FSM_STOP : begin
					tx_serial <= 1'b1;
					if (cycle_counter < CLKS_PER_BIT-1) begin
						cycle_counter <= cycle_counter + 1;
					end
					else begin
						cycle_counter <= 'b0;
						if (stop_cnt < STOP_BITS-1) begin
							stop_cnt <= stop_cnt + 1;
						end
						else begin
							stop_cnt  <= 'b0;
							tx_busy   <= 1'b0;
							fsm_state <= FSM_IDLE;
						end
					end
				end
				default : begin
					fsm_state <= FSM_IDLE;
					tx_serial <= 1'b1;
					tx_busy   <= 1'b0;
				end
			endcase
		end
	end
endmodule
==> flow/run.sh <==
#!/bin/bash
# OpenROAD 26Q1-2900-gdf79404cd8, Yosys 0.63+post, stock flow scripts
make -C /OpenROAD-flow-scripts/flow DESIGN_CONFIG=/design/flow/config.mk WORK_HOME=/design/flow/orfs finish
==> flow/config.mk <==
export PLATFORM = sky130hd
export DESIGN_NAME = uart_tx
export DESIGN_NICKNAME = uart_tx
export VERILOG_FILES = /design/flow/design.v
export SDC_FILE = /design/flow/constraint.sdc
export NUM_CORES = 4
export LEC_CHECK = 1
export CORE_UTILIZATION = 30
==> flow/constraint.sdc <==
current_design uart_tx

set clk_period 2.1
set clk_io_pct 0.2

create_clock -name clk0 -period $clk_period [get_ports {clk}]

set non_clock_inputs [all_inputs -no_clocks]
set_input_delay [expr $clk_period * $clk_io_pct] -clock clk0 $non_clock_inputs
set_output_delay [expr $clk_period * $clk_io_pct] -clock clk0 [all_outputs]
==> tab_implementation.tex <==
% Generated from flow reports
\begin{tabular}{lr}
\hline
Metric & Value \\
\hline
\multicolumn{2}{l}{\textbf{Placed design}} \\
\quad Cell Count Post-Placement & 193 \\
\quad Global placer's final weighted congestion & 0.7713 \\
\quad Half-perimeter wire length of the detailed placement result & 1670 um \\
\quad Number of port buffers & 12 \\
\quad Placed Area & 1344 sq um \\
\multicolumn{2}{l}{\textbf{GRT}} \\
\quad Grt total ovfl & 0 \\
\quad Via count of the first global-routing pass & 916 \\
\quad Antenna violations before repair & 0 \\
\quad First-pass GRT wire length & 4015 um \\
\quad Pin count of the biggest net entering global routing & 16 \\
\quad Global Route Usage Sum & 12.09\% \\
\multicolumn{2}{l}{\textbf{Routing}} \\
\quad DRC violation count after routing & 0 \\
\quad First DRT Iteration DRCs & 20 \\
\quad Wirelength per Cell & 11.47 um \\
\quad Total iterations of the first detailed-routing run & 4 \\
\quad Detail-routed via count per cell & 4.939 \\
\quad Total number of vias & 973 \\
\quad Total wirelength of the detailed-routed design & 2259 um \\
\quad Diodes inserted & 0 \\
\quad Count of antenna-violating nets left after detailed routing & 0 \\
\multicolumn{2}{l}{\textbf{Pwr}} \\
\quad Peak ir drop on the vdd network & 285.5 uV \\
\quad Power Density & 638.0 nW/um\^{}2 \\
\quad Standby leakage power & 0.4789 nW \\
\multicolumn{2}{l}{\textbf{Critical path}} \\
\quad Largest fanout on the critical path & 8 \\
\quad CP startpoint kind & flip-flop \\
\quad Data arrival at the endpoint of the critical path & 1.90 ns \\
\quad Required arrival time at the worst endpoint & 2.30 ns \\
\quad Critical path start-end classification & reg2reg \\
\quad Critical Path End Type & flip-flop \\
\multicolumn{2}{l}{\textbf{Floorplan}} \\
\quad Initial standard-cell utilization of the core & 31.55\% \\
\quad DIE WIDTH & 64.52 um \\
\quad Chip Area & 4162 sq um \\
\quad Rows & 22 \\
\quad Vert. Die Dim & 64.52 um \\
\quad Core outline area & 3716 sq um \\
\quad Ports & 13 \\
\multicolumn{2}{l}{\textbf{Timing}} \\
\quad Share of the cycle needed by the critical path after routing & 81.26\% \\
\quad Final setup violation count & 0 \\
\quad Remaining max-slew budget at the tightest pin & 51.27\% \\
\quad Pins Over Slew Limit & 0 \\
\quad Maximum clock frequency & 586.0 MHz \\
\quad Period minus WS final & 1.706 ns \\
\quad Final clock skew & 0.001975 ns \\
\quad Worst Tran Pin Value & 0.7215 ns \\
\quad Number of failing hold endpoints at the final stage & 0 \\
\quad Sum of negative setup slack & 0 ns \\
\quad Unrepaired setup endpoints after global routing & no \\
\multicolumn{2}{l}{\textbf{Layout}} \\
\quad Post-route insts no fill & 197 \\
\quad Post-synthesis to final-layout area growth & 18.46\% \\
\quad Share of layout cells above drive strength 1 & 6.711\% \\
\quad Layout Cell Area excl Fill & 1389 sq um \\
\multicolumn{2}{l}{\textbf{Clock tree}} \\
\quad Num Clock Sinks & 25 \\
\quad Hold bufs inserted after CTS & 0 \\
\quad Post-cts repair resize count & 0 \\
\quad Clock-pin slew reported for the worst setup and hold paths after clock tree synthesis & 0.08 ns \\
\quad Clk Latency, worst-skew pair & 0.26 ns \\
\quad Level count of the clock H-tree & 1 \\
\quad Clock tree buffer depth & 2 \\
\quad Clock tree from TritonCTS & done \\
\quad Cell at the root of the clock tree & sky130\_fd\_sc\_hd\_\_clkbuf\_8 \\
\quad Number of clock buffers inserted by TritonCTS & 3 \\
\quad Buffers inserted during post-CTS setup optimization & 0 \\
\multicolumn{2}{l}{\textbf{Logic synthesis}} \\
\quad Sequential cell area fraction in the yosys report & 42.69\% \\
\quad Total of warnings raised by yosys & 1 \\
\quad Chip area in the Yosys report & 1172 sq um \\
\quad Synth async-reset ratio & 0\% \\
\quad Number of synthesized flops with an enable pin & 0 \\
\quad Syn avg cell area & 8.557 sq um \\
\quad Post-synthesis cell type count & 32 \\
\quad Number of cells produced by synthesis & 137 \\
\quad Top FF cell, synth & sky130\_fd\_sc\_hd\_\_dfxtp\_1 \\
\quad Netlist area before placement & 1172 sq um \\
\quad Yosys cell count & 137 \\
\quad Register bit count reported by yosys & 25 \\
\multicolumn{2}{l}{\textbf{Hold path}} \\
\quad Worst min-delay path category & reg2reg \\
\multicolumn{2}{l}{\textbf{Run}} \\
\quad Max-cap violations & 0 \\
\quad Number of OpenROAD warnings & 25 \\
\multicolumn{2}{l}{\textbf{Status}} \\
\quad Result of the run & finished, final reports clean \\
\hline
\end{tabular}
per-stage QoR:
step                util [%]  worst slack, ns  hold WS (ns)  power [mW]
global placement       36.16           0.4262        0.4740      0.6181
finish                 37.37           0.3935        0.4858      0.8861
floorplan                  -           0.6490        0.4386      0.5813
CTS                    37.37           0.3854        0.4902      0.9040
detailed placement     36.16           0.4122        0.4781      0.6207
global route           37.37           0.2468        0.5271      0.9365
power by group:
group | total, mW | switching (mW) | internal (mW)
combinational | 0.105 | 0.0485 | 0.0567
clock | 0.277 | 0.142 | 0.135
sequential | 0.503 | 0.0140 | 0.489
area by class of cell:
| class | count | area (sq um) |
|---|---|---|
| Inverter | 1 | 3.754 |
| Fill cell | 377 | 2327 |
| Multi-Input combinational cell | 105 | 644.4 |
| Sequential cell | 25 | 500.5 |
| Tap cell | 48 | 60.06 |
| Timing Repair Buffer | 14 | 135.1 |
| Clock buffer | 4 | 45.04 |
path summary, 6_finish.rpt:
check,slack [ns],depth (start not counted),end,startpoint
max,0.39,4,cycle_counter[6],cycle_counter[2]
min,0.49,2,tx_data_buffer[7],tx_data_buffer[7]
max reg2reg,0.39,4,cycle_counter[6],cycle_counter[2]
min reg2reg,0.49,2,tx_data_buffer[7],tx_data_buffer[7]
cell families after synthesis:
logic type                 after synthesis  synth area share [%]
buffers and inverters                    7                 2.347
DFF                                     25                 42.69
and+or+nand+nor                         60                 26.89
xor gates and xnor gates                 7                 5.230
adders and majority gates                2                 2.134
AOI/OAI and AO/OA                       33                 15.90
muxes                                    3                 4.802
cells in the final DEF (no fill, tap or decap), drive strengths merged:
cell type | synthesis | layout
xnor2 | 6 | 6
nand3b | 4 | 4
and2 | 1 | 1
clkbuf | 3 | 4
mux2 | 1 | 1
clkdlybuf4s50 | 0 | 12
a21oi | 20 | 20
inv | 1 | 1
o41a | 1 | 1
or3 | 2 | 2
nand4b | 2 | 2
dfxtp | 25 | 25
and3 | 4 | 4
mux4 | 2 | 2
a22oi | 1 | 1
o41ai | 1 | 1
xor2 | 1 | 1
buf | 3 | 2
nand2 | 25 | 25
nand3 | 6 | 6
a221o | 1 | 1
a31oi | 1 | 1
nand4 | 1 | 1
o21ai | 7 | 7
ha | 2 | 2
nand2b | 2 | 2
or4 | 1 | 1
nor3 | 5 | 5
a21o | 1 | 1
nor2 | 6 | 6
nor4 | 1 | 1
critical path, stage by stage, from the launching register on:
cell,delay [ns]
sky130_fd_sc_hd__dfxtp_1,0.35
sky130_fd_sc_hd__o41a_1,0.53
sky130_fd_sc_hd__nor2_1,0.44
sky130_fd_sc_hd__o21ai_0,0.17
sky130_fd_sc_hd__a21oi_1,0.15
registers in the layout (all words and copies together), names as in the netlist:
register / flops
tx_data_buffer: 8
cycle_counter: 7
fsm_state: 5
bit_index: 3
tx_busy: 1
tx_serial: 1
layer usage:
layer  share of wire [%]  global-route usage (%)  up-vias
met2                  44                   18.95        9
met5                   0                       0        -
met1                  53                   18.56      451
met3                 1.6                   1.429        2
li1                    -                       -      511
met4                 1.4                   2.222        0
synth_stat cells (2+ instances only):
master                     count  area (sq um)
sky130_fd_sc_hd__mux4_2        2         45.04
sky130_fd_sc_hd__dfxtp_1      25         500.5
sky130_fd_sc_hd__xnor2_1       6         52.55
sky130_fd_sc_hd__clkbuf_1      3         11.26
sky130_fd_sc_hd__nand3_1       6         30.03
sky130_fd_sc_hd__nand2b_1      2         12.51
sky130_fd_sc_hd__nand3b_1      4         30.03
sky130_fd_sc_hd__nand4b_1      2         17.52
sky130_fd_sc_hd__buf_1         2         7.510
sky130_fd_sc_hd__nor2_1        6         22.52
sky130_fd_sc_hd__and3_1        4         25.02
sky130_fd_sc_hd__nor3_1        4         20.02
sky130_fd_sc_hd__nand2_1      25         93.84
sky130_fd_sc_hd__o21ai_0       7         35.03
sky130_fd_sc_hd__ha_1          2         25.02
sky130_fd_sc_hd__or3_1         2         12.51
sky130_fd_sc_hd__a21oi_1      20         100.1
Power figures rest on the tool's default switching activity, not on a simulated workload.
